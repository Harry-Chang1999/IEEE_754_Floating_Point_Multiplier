--- flow/run.sh ---
#!/bin/bash
# OpenROAD 26Q1-2900-gdf79404cd8, Yosys 0.63+post, stock flow scripts
make -C /OpenROAD-flow-scripts/flow DESIGN_CONFIG=/design/flow/config.mk WORK_HOME=/design/flow/orfs finish
--- flow/constraint.sdc ---
current_design CHIP

set clk_period 18.7
set clk_io_pct 0.2

create_clock -name clk0 -period $clk_period [get_ports {CLK}]

set non_clock_inputs [all_inputs -no_clocks]
set_input_delay [expr $clk_period * $clk_io_pct] -clock clk0 $non_clock_inputs
set_output_delay [expr $clk_period * $clk_io_pct] -clock clk0 [all_outputs]
--- flow/design.v ---
`timescale 1ns/1ps
module CHIP(CLK, RESET, ENABLE, DATA_IN, DATA_OUT, READY);
input           CLK;         
input           RESET;       
input           ENABLE;      
input   [7:0]   DATA_IN;     
output  [7:0]   DATA_OUT;    
output          READY;       
reg change;
reg jump;
reg READY;
reg [2:0] state, next_state;
reg [5:0] data_count;
reg [7:0] DATA_OUT;
reg [7:0] A[0:7];
reg [7:0] B[0:7];
reg store_sign;
reg [10:0] store_exp;
reg [51:0] store_frac;
reg [105:0] calc_frac;
reg [10:0] calc_exp;
reg [52:0] frac_A;
reg [52:0] frac_B;
reg round_up;
reg [105:0] shift;
wire [63:0] result;
parameter data=3'd0, count=3'd1, show=3'd2;
integer i;
assign result = {store_sign, store_exp, store_frac};
always @(posedge CLK or posedge RESET) begin
    if(RESET) state<=data;
    else state<=next_state;
end
always @(*) begin
    case(state)
        data: next_state = (data_count==6'd0 && change==1'b1) ? count : data;
        count: next_state = (jump==1'b1) ? show : ((data_count==6'd56) ? show : count);
        show: next_state = (data_count==6'd8) ? data : show;
        default: next_state = data;
    endcase
end
always @(posedge CLK or posedge RESET) begin
    if(RESET) data_count<=6'd7;
    else if(state==data) begin
        if(data_count==6'd0 && change==1'b1) data_count<=6'd0;
        else if(data_count==6'd0) data_count<=6'd7;
        else if(ENABLE==1'b1) data_count<=data_count-6'd1;
    end
    else if(state==count) begin
        if(data_count<=6'd1 && jump==1'b1) data_count<=6'd0;
        else if(data_count==6'd56) data_count<=6'd0;
        else data_count<=data_count+6'd1;
    end
    else if(state==show) begin
        if(data_count==6'd8) data_count<=6'd7;
        else data_count<=data_count+6'd1;
    end
end
always @(posedge CLK or posedge RESET) begin
    if(RESET) change<=1'b0;
    else if(state==data) begin
        if(change==1'b1) begin
            if(data_count==6'd0) change<=1'b0;
        end
        else if(data_count==6'd0) change<=1'b1;
    end
end
always @(posedge CLK or posedge RESET) begin
    if(RESET) begin
        for(i=0; i<8; i=i+1) A[i]<=8'd0;
    end
    else if(state==data) begin
        if(change==1'b0 && ENABLE==1'b1) A[data_count]<=DATA_IN;
    end
end
always @(posedge CLK or posedge RESET) begin
    if(RESET) begin
        for(i=0; i<8; i=i+1) B[i]<=8'd0;
    end
    else if(state==data) begin
        if(change==1'b1 && ENABLE==1'b1) B[data_count]<=DATA_IN;
    end
end
always @(posedge CLK or posedge RESET) begin
    if(RESET) store_sign<=1'b0;
    else if(state==count) begin
        if({(A[0][6:0]), A[1][7:4]}==11'b11111111111) begin
            if(({(A[1][3:0]), A[2], A[3], A[4], A[5], A[6], A[7]})==52'd0) store_sign<=A[0][7];
            else if({B[0][6:0], B[1][7:4]}==11'b11111111111 && {(B[1][3:0]), B[2], B[3], B[4], B[5], B[6], B[7]}!=52'd0) store_sign<=B[0][7];
            else if({A[1][3:0], A[2], A[3], A[4], A[5], A[6], A[7]}==52'd0 && {B[1][3:0], B[2], B[3], B[4], B[5], B[6], B[7]}==52'd0) begin
                if({A[0][6:0], A[1][7:4]}==11'b11111111111 && {B[0][6:0], B[1][7:4]}==11'b11111111111)begin
                    store_sign<=(A[0][7])^(B[0][7]);
                end
                else store_sign<=1'b1;            
            end
            else store_sign<=(A[0][7])^(B[0][7]);
        end
        else if({B[0][6:0], B[1][7:4]}==11'b11111111111) begin
            if({A[0][6:0], A[1][7:4]}==11'b11111111111 && {(A[1][3:0]), A[2], A[3], A[4], A[5], A[6], A[7]}!=52'd0) store_sign<=A[0][7];
            else if({B[0][6:0], B[1][7:4]}==11'b11111111111 && {(B[1][3:0]), B[2], B[3], B[4], B[5], B[6], B[7]}!=52'd0) store_sign<=B[0][7];
            else if({(A[1][3:0]), A[2], A[3], A[4], A[5], A[6], A[7]}==52'd0 && {B[1][3:0], B[2], B[3], B[4], B[5], B[6], B[7]}==52'd0) begin
                if({A[0][6:0], A[1][7:4]}==11'b11111111111 && {B[0][6:0], B[1][7:4]}==11'b11111111111) begin
                    store_sign<=(A[0][7])^(B[0][7]);
                end
                else store_sign<=1'b1;
            end
            else store_sign<=(A[0][7])^(B[0][7]);
        end
        else if(data_count==6'd0) store_sign<=(A[0][7])^(B[0][7]);
    end
end
always @(posedge CLK or posedge RESET) begin
    if(RESET) store_exp<=11'd0;
    else if(state==count) begin
        if(({A[0][6:0], A[1][7:4]}==11'b11111111111) || ({B[0][6:0], B[1][7:4]}==11'b11111111111)) store_exp<=11'b11111111111;
        else if(({A[0][6:0], A[1][7:4]}==11'd0 && ({A[1][3:0], A[2], A[3], A[4], A[5], A[6], A[7]})==52'd0) || ({B[0][6:0], B[1][7:4]}==11'd0 && {B[1][3:0], B[2], B[3], B[4], B[5], B[6], B[7]}==52'd0)) store_exp<=11'b00000000000;
        else if(data_count==6'd55) store_exp<=calc_exp;
    end
end
always @(posedge CLK or posedge RESET) begin
    if(RESET) store_frac<=52'd0;
    else if(state==count) begin
        if({A[0][6:0], A[1][7:4]}==11'b11111111111 || {B[0][6:0], B[1][7:4]}==11'b11111111111) begin
            if({A[0][6:0], A[1][7:4]}==11'b11111111111 && {A[1][3:0], A[2], A[3], A[4], A[5], A[6], A[7]}==52'd0) begin
                store_frac[51]<=1'b1;
                store_frac[50:0]<={A[1][2:0], A[2], A[3], A[4], A[5], A[6], A[7]};
            end
            else if({B[0][6:0], B[1][7:4]}==11'b11111111111 && {B[1][3:0], B[2], B[3], B[4], B[5], B[6], B[7]}==52'd0) begin
                store_frac[51]<=1'b1;
                store_frac[50:0]<={B[1][2:0], B[2], B[3], B[4], B[5], B[6], B[7]};
            end
            else if({A[1][3:0], A[2], A[3], A[4], A[5], A[6], A[7]}==52'd0 && {B[1][3:0], B[2], B[3], B[4], B[5], B[6], B[7]}==52'd0) begin
                if({A[0][6:0], A[1][7:4]}==11'b11111111111 && {B[0][6:0], B[1][7:4]}==11'b11111111111) begin
                    store_frac[51]<=1'b0;
                    store_frac[50:0]<=51'b0;
                end
                else begin
                    store_frac[51]<=1'b1;
                    store_frac[50:0]<=51'b0;
                end
            end
            else store_frac<=52'd0;
        end
        else if(({A[0][6:0], A[1][7:4]}==11'd0 && {A[1][3:0], A[2], A[3], A[4], A[5], A[6], A[7]}==52'd0) || ({B[0][6:0], B[1][7:4]}==11'd0 && {B[1][3:0], B[2], B[3], B[4], B[5], B[6], B[7]}==52'd0)) store_frac<=52'd0;
        else if(data_count==6'd55) store_frac<=shift[104:53] + round_up;
    end
end
always @(posedge CLK or posedge RESET) begin
    if(RESET) frac_A<=53'd0;
    else if(state==data) begin
        if(data_count==6'd0) begin
            frac_A<={1'b1, {A[1][3:0], A[2], A[3], A[4], A[5], A[6], A[7]}};
        end
    end
end
always @(posedge CLK or posedge RESET) begin
    if(RESET) frac_B<=53'd0;
    else if(state==data) begin
        if(data_count==6'd0) begin
            frac_B<={1'b1, {B[1][3:0], B[2], B[3], B[4], B[5], B[6], B[7]}};
        end
    end
end
always @(posedge CLK or posedge RESET) begin
    if(RESET) calc_frac<=106'd0;
    else if(state==count) begin
        if(data_count<6'd53) begin
            if(data_count==6'd0) begin
                if(frac_B[0]==1'b0) begin
                    if(frac_B[1]==1'b1) calc_frac[53:0]<={frac_A, 1'b0};
                end
                else if(frac_B[0]==1'b1)begin
                    if(frac_B[1]==1'b0) calc_frac[52:0]<=frac_A;
                    else calc_frac<=(frac_A)+({frac_A, 1'b0});
                end    
            end
            else if(data_count>6'd1) begin
                if(frac_B[data_count]==1'b1) calc_frac<=calc_frac+(frac_A<<(data_count));
            end
        end
    end
    else if(state==show) begin
        calc_frac<=106'd0;
    end
end
always @(posedge CLK or posedge RESET) begin
    if(RESET) calc_exp<=11'd0;
    else if(state==count) begin
        if(data_count==6'd53) calc_exp<={A[0][6:0], A[1][7:4]}+{B[0][6:0], B[1][7:4]}+calc_frac[105];
        else if(data_count==6'd54) calc_exp<=calc_exp-11'b01111111111;
    end
end
always @(posedge CLK or posedge RESET) begin
    if(RESET) READY<=1'b0;
    else if(state==show) begin
        if(data_count==4'd8) READY<=1'b0;
        else READY<=1'b1;
    end
end
always @(posedge CLK or posedge RESET) begin
    if(RESET) DATA_OUT<=8'd0;
    else if(state==show) begin
        case(data_count)
            4'd0: DATA_OUT<=result[7:0];
            4'd1: DATA_OUT<=result[15:8];
            4'd2: DATA_OUT<=result[23:16];
            4'd3: DATA_OUT<=result[31:24];
            4'd4: DATA_OUT<=result[39:32];
            4'd5: DATA_OUT<=result[47:40];
            4'd6: DATA_OUT<=result[55:48];
            4'd7: DATA_OUT<=result[63:56];
        endcase
    end
end
always @(posedge CLK or posedge RESET) begin
    if(RESET) jump<=1'b0;
    else if(state==count) begin
        if({A[0][6:0], A[1][7:4]}==11'b11111111111 || {B[0][6:0], B[1][7:4]}==11'b11111111111) jump<=1'b1;
        else if(({A[0][6:0], A[1][7:4]}==11'd0 && {A[1][3:0], A[2], A[3], A[4], A[5], A[6], A[7]}==52'd0) || ({B[0][6:0], B[1][7:4]}==11'd0 && {B[1][3:0], B[2], B[3], B[4], B[5], B[6], B[7]}==52'd0)) jump<=1'b1;
    end
    else if(state==show) begin
        jump<=1'b0;
    end
end
always @(posedge CLK or posedge RESET) begin
    if(RESET) shift<=106'd0;
    else if(state==count) begin
        if(data_count==6'd53) begin
            shift<=(calc_frac[105]==1'b1) ? calc_frac : (calc_frac<<1);
        end
    end
end
always @(posedge CLK or posedge RESET) begin
    if(RESET) round_up<=1'b0;
    else if(state==count) begin
        if(data_count==6'd54) round_up<=shift[52] & (shift[51] | (|shift[50:0]) | shift[104:53]);
    end
end
endmodule
--- flow/config.mk ---
export PLATFORM = sky130hd
export DESIGN_NAME = CHIP
export DESIGN_NICKNAME = CHIP
export VERILOG_FILES = /design/flow/design.v
export SDC_FILE = /design/flow/constraint.sdc
export NUM_CORES = 4
export LEC_CHECK = 1
export CORE_UTILIZATION = 30
==> reports/metrics.cfg <==
[outcome]
status = finished, final reports clean

[floorplan]
die-area_mm2 = 0.130
initCoreUtil = 0.302
die_w_um = 361
die_h_um = 361
ios = 20
rows = 131
core_area_mm2 = 0.128

[clock_tree]
postCtsHoldBufs = 0
htreeDepth = 2
cts_tree = done
root_buffer = clkbuf_16
cts_sinks = 540
clk_pin_slew_worst_paths_ns = 0.06
postCtsSetupBuffers = 0
cts_buffers = 60
cts.path.max_buffers = 3
insertion_delay_ns = 0.68
cts_resized = 0

[routing]
finalWirelength_um = 127000
drt_iter0_drc = 2715
vias_per_cell = 5.57
ant_nets = 0
drcViolationCount = 0
antenna_cells = 0
drt_first_pass_iters = 7
vias = 33200
wl_per_cell_um = 21.4

[setup_path]
crit_type = flip-flop to flip-flop
reg2reg_to = calc_frac[77]
crit_path_end_kind = flip-flop
start_kind = flip-flop
reg2reg_from = data_count[0]
crit_fanout = 47
reg2reg_depth = 19
r2r_slack_ns = 11.82
cp_data_arrival_time_ns = 7.42
cp.required_ns = 19.24

[synthesis]
ys_area_mm2 = 0.0386
async_reset_ff_frac = 1.00
synth_cell_type_count = 98
postSynthSeqShare = 0.350
postSynthCellCount = 4385
synth_area_mm2 = 0.0386
edf_count = 0
flop_cell = dfrtp_1
ys_ff = 540
ys_cells = 4385
yosys_warnings = 3
avgSynthCellArea_um2 = 8.81

[finish]
instances_no_fill = 5959
drive_above_1_share = 0.120
filler_cell_count = 13000
final_area_mm2 = 0.0426
regArea_mm2 = 0.0135
syn_to_final_growth_pct = 10.3
area.combinational_mm2 = 0.0237

[power]
p_comb_frac = 0.014
p_int_mw = 2.00
power_frac_clock = 0.528
switching_share = 0.216
pwr_density_cell_mw_per_mm2 = 59.8
p_leak_nw = 18.6
power_switching_mw = 0.552
seqPwrFrac = 0.459
peakVddDrop_v = 0.0000747

[global_routing]
antenna_found_initial = 3
grt_usage = 0.199
grt_pass1_wl_um = 195000
grt_max_degree = 127
grt.overflow.total = 0
grt_pass1_vias = 31800

[sta]
min_period_ns = 6.88
worst_slew_pin_slew_ns = 0.884
final_max_slew_viol_count = 0
setup-violations-final = 0
max-slew-margin-rel = 0.405
clock_skew_ns = 0.0533
rsz0062_at_grt = false
layout_setup_ws_ns = 11.82
setup_tns_ns = 0
final-hold-violation-count = 0
timing.fmax_mhz = 145
finalCritPeriodShare = 0.368

[hold_path]
holdPathEnd = store_frac[2]
hold_path.class = flip-flop to flip-flop
min-delay-start = store_frac[2]
min_path_cells = 2

[placement]
hpwl_um = 95200
gp_congestion = 1.03
numPortBuffers = 19
place_ws_ns = 12.01
placed_cell_area_mm2 = 0.0403
dpl.cell_count = 5848

[job]
cap_viol_max_count = 0
tool_warnings = 35

[stage by stage]
stage	util	hold WS, ns	power [mW]
6_report	0.334	0.471	2.55
3_3_place_gp	0.316	0.457	1.23
3_5_place_dp	0.316	0.460	1.23
4_1_cts	0.334	0.475	2.57
5_1_grt	0.334	0.498	2.62
2_1_floorplan	-	0.437	1.21
[synth_stat cells (7+ instances only)]
library cell / n / area (um^2)
ha_1: 178 / 2230
o22ai_1: 38 / 238
and4_1: 11 / 96.3
a221oi_1: 11 / 96.3
a31oi_1: 37 / 231
mux2_2: 239 / 2690
a22oi_1: 22 / 165
o22a_1: 9 / 78.8
a221o_1: 13 / 130
and2_1: 18 / 113
nand2_1: 623 / 2340
a41oi_1: 7 / 61.3
nand3_1: 78 / 390
a22o_1: 20 / 175
a21oi_1: 334 / 1670
a211o_1: 8 / 70.1
nand4_1: 71 / 444
o2111ai_1: 7 / 61.3
nor2_1: 318 / 1190
mux2i_1: 183 / 1830
or3_1: 7 / 43.8
buf_2: 16 / 80.1
clkbuf_1: 230 / 863
o21bai_1: 48 / 360
a211oi_1: 37 / 278
nor2b_1: 22 / 138
or4_1: 7 / 52.6
a21o_1: 104 / 781
or2_2: 8 / 50.1
dfrtp_1: 536 / 13400
o31ai_1: 50 / 375
xnor2_1: 111 / 972
inv_1: 88 / 330
nand2b_1: 17 / 106
o21a_1: 9 / 67.6
nor4_1: 50 / 313
o21ai_1: 17 / 85.1
mux4_2: 55 / 1240
and3_1: 49 / 307
buf_1: 24 / 90.1
xor2_1: 89 / 780
o211ai_1: 14 / 105
nor3_1: 50 / 250
o21ai_0: 413 / 2070
[worst max path at each step]
| stage | from | end | slack [ns] | cells past startpoint |
|---|---|---|---|---|
| CTS | data_count[0] | calc_frac[77] | 11.98 | 19 |
| global route | data_count[0] | calc_frac[103] | 11.51 | 21 |
| finish | data_count[0] | calc_frac[77] | 11.82 | 19 |
[cell families (layout without fill, tap and decap cells)]
logic type | count (synthesis) | after routing | share of synthesized area
AND/OR/NAND/NOR | 1346 | 1346 | 0.155
AND-OR/OR-AND | 1275 | 1275 | 0.204
flip-flops | 540 | 540 | 0.350
multiplexers | 477 | 477 | 0.149
buffers and inverters | 365 | 277 | 0.0366
XOR/XNOR | 200 | 200 | 0.0454
adder cells (fa/ha/maj) | 182 | 182 | 0.0597
[layout make-up]
| cell class | instances | share of cell area |
|---|---|---|
| repair buffers | 76 | 0.0151 |
| inverters | 90 | 0.00802 |
| flip-flops and latches | 540 | 0.318 |
| well taps | 1662 | 0.0488 |
| clock buffers | 80 | 0.0401 |
| multi-input cells | 3480 | 0.557 |
| clock inverters | 31 | 0.0131 |
[worst max-delay path, cell delays in order (launching register included)]
cell,delay [ns]
dfstp_4,0.91
buf_4,0.69
mux4_2,0.60
a21oi_1,0.49
nand2_1,0.10
o21ai_0,0.25
nor2_1,0.22
ha_1,0.44
a21oi_1,0.12
o21ai_0,0.34
a41oi_1,0.11
a21oi_2,0.32
nand4_1,0.28
a2111o_1,0.55
and3_1,0.26
o21ai_2,0.21
a21oi_1,0.21
o31ai_2,0.33
xor2_1,0.10
a22o_1,0.21
[placed cells by master (no fill, tap or decap), types with 50 or more instances in the layout]
cell and n:
inv_1 86, dfrtp_1 531, mux2i_1 183, o21ai_0 412, xnor2_1 111, nand3_1 77
a21oi_1 334, nor4_1 50, buf_4 55, xor2_1 89, ha_1 178, nand2_1 621
clkbuf_16 61, nor3_1 50, a21o_1 104, o31ai_1 50, nand4_1 71, nor2_1 318
mux2_2 239, mux4_2 55
[power by group through the flow]
stage	Clock (mW)	Sequential [mW]	Combinational, mW
6_report	1.34	1.17	0.0354
5_1_grt	1.42	1.17	0.0406
4_1_cts	1.37	1.17	0.0374
[flip-flops by register name (all words and copies together) (netlist names), 3 cells and up]
register	count
calc_frac	106
shift	105
A	64
B	64
frac_B	53
frac_A	52
store_frac	52
calc_exp	11
store_exp	11
DATA_OUT	8
data_count	6
state	3
[layer usage]
metal,vias to the layer above,track usage,routed length [um],part of all wire
met1,16100,0.291,56700,0.45
li1,15800,-,-,-
met2,1080,0.297,55800,0.44
met4,6,0.0658,5180,0.041
met5,-,0,41,0.00032
met3,225,0.0450,9580,0.075
No activity file was given, so power comes from the tool's default toggle rates.
